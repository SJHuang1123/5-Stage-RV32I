[flow/design.v]
module HazardDetection(
  input         clock,
                reset,
  input  [31:0] io_IF_ID_inst,
  input         io_ID_EX_memRead,
  input  [4:0]  io_ID_EX_rd,
  input  [31:0] io_pc_in,
                io_current_pc,
  output        io_inst_forward,
                io_pc_forward,
                io_ctrl_forward,
  output [31:0] io_inst_out,
                io_pc_out,
                io_current_pc_out
);
  wire io_pc_forward_0 =
    io_ID_EX_memRead
    & (io_ID_EX_rd == io_IF_ID_inst[19:15] | io_ID_EX_rd == io_IF_ID_inst[24:20]);
  assign io_inst_forward = io_pc_forward_0;
  assign io_pc_forward = io_pc_forward_0;
  assign io_ctrl_forward = io_pc_forward_0;
  assign io_inst_out = io_IF_ID_inst;
  assign io_pc_out = io_pc_in;
  assign io_current_pc_out = io_current_pc;
endmodule
[flow/run.sh]
#!/bin/bash
# OpenROAD 26Q1-2900-gdf79404cd8, Yosys 0.63+post, stock flow scripts
make -C /OpenROAD-flow-scripts/flow DESIGN_CONFIG=/design/flow/config.mk WORK_HOME=/design/flow/orfs finish
[flow/config.mk]
export PLATFORM = sky130hd
export DESIGN_NAME = HazardDetection
export DESIGN_NICKNAME = HazardDetection
export VERILOG_FILES = /design/flow/design.v
export SDC_FILE = /design/flow/constraint.sdc
export NUM_CORES = 4
export LEC_CHECK = 1
export CORE_AREA = 10 10 87 87
export DIE_AREA = 0 0 97 97
[flow/constraint.sdc]
current_design HazardDetection

set clk_period 1.9
set clk_io_pct 0.2

create_clock -name clk0 -period $clk_period

set non_clock_inputs [all_inputs -no_clocks]
set_input_delay [expr $clk_period * $clk_io_pct] -clock clk0 $non_clock_inputs
set_output_delay [expr $clk_period * $clk_io_pct] -clock clk0 [all_outputs]
==> flow_summary.ini <==
; yosys + openroad results
[status]
status = finished, final reports clean

[finish]
drive_gt1_share_pct = 56.3
register_area_um2 = 0
final_cell_mix = clkdlybuf4s50_1 (10), xnor2_2 (9), buf_2 (7)
clkbuf_count = 0
nFillCells = 651
design_area_um2 = 561
design.seq.count = 0
area_delta_synth_final_pct = -34.0
final_common_cell = clkdlybuf4s50_1
comb_area_um2 = 181

[synth]
yosysTopAreaCellShare_pct = 86.6
yosysTopAreaCell = buf_4
ys_seq_share_pct = 0
syn-instance-count = 113
yosys-stat-cells = 113
synth.area.top_cells = buf_4 (87%), xnor2_1 (10%), nand4_1 (1.5%)
synth_chip_area_um2 = 850
avgSynthCellArea_um2 = 7.52
synth_cell_types = 5
ys_warn_count = 0
syn-cell-area_um2 = 850

[detailed_routing]
wl_per_cell_um = 16.3
antennaDiodeCount = 0
drc = 0
vias_per_cell = 2.88
drt-pass1-iter-count = 2
finalWirelength_mm = 1.95
vias = 345
ant_nets = 0
drt-initial-drc-count = 1

[sta]
slew_headroom_pct = 90.5
period_minus_slack_ns = 1.74
rsz0062_at_grt = false
min_period_over_period_pct = 91.8
hold_viol = 0
finalSetupViolations = 0
max_freq_mhz = 573
hold_ws_ns = 0.760
worstMarginPinSlew_ns = 0.141
fin_tns_setup_ns = 0
slew_violations = 0

[floorplan]
ioPinCount = 203
initCoreUtil_pct = 15.1
dieArea_um2 = 9410
die_y_um = 97
rows = 27
core_area_um2 = 5640
die_w_um = 97

[setup_path]
setup.worst_path.start_class = input port
setup.worst_path.end_class = output port
crit_required_ns = 1.52
critPathKind = in2out
crit_path_max_fanout = 2
arrival_ns = 1.36

[power_and_ir_drop]
irDropWorstVdd_uv = 62.5
power.leakage_nw = 0.240
powerDensity_nw_per_um2 = 188

[placement]
place_area_um2 = 517
port_buffers = 29
hpwlAfterDp_mm = 1.73
place.gp.congestion = 0.565

[global_routing]
grt_pass1_vias = 418
grt_use_total_pct = 3.69
grt_max_degree = 3
grt-ovfl-total = 0
grt_first_pass_wirelength_mm = 2.75
antenna_found_initial = 0

[min_path]
worstHoldPathType = in2out

[job]
warning_count = 34
drv_cap = 0

[clock_tree]
cts-hold-fix-buffers = 0
## per-layer routing
| layer | wire length, um | track usage, % |
|---|---|---|
| met1 | 556 | 3.16 |
| met2 | 677 | 4.09 |
| met3 | 511 | 4.30 |
| met4 | 207 | 4.06 |
| met5 | 0 | 0 |
## where the power goes
part,total [mW],leakage (nW),switching (mW),internal (mW)
Combinational,0.105,0.240,0.0333,0.0722
Sequential,0,0,0,0
Clock,0,0,0,0
Total,0.105,0.240,0.0333,0.0722
## per-stage QoR
stage          utilization [%]  total power, mW  setup slack, ns  std cells
4_1_cts                   9.94            0.110            0.126        120
2_1_floorplan                -            0.143            0.605        113
3_3_place_gp              9.16           0.0998           -0.487        119
3_5_place_dp              9.16           0.0993           -0.495        119
6_report                  9.94            0.105            0.156        120
5_1_grt                   9.94            0.116          0.00591        120
## synthesized netlist by cell type
master and instances:
nand2_1 2, buf_4 98, o22ai_1 1, xnor2_1 10, nand4_1 2
## repair_timing
item,in CTS,in global routing
buffers inserted,1,0
gates resized,79,0
setup endpoints to repair,3,0
## cell families (layout without fill, tap and decap cells)
kind of cell / after synthesis / in the layout / synth area share [%]
xor+xnor: 10 / 10 / 10.3
compound gates: 1 / 1 / 0.737
simple gates: 4 / 4 / 2.36
buf+inv: 98 / 33 / 86.6
## final cells by class
type,instances,share of cell area [%]
well taps,72,16.1
multi-input cells,15,32.4
repair buffers,33,51.6
## final timing paths
check,cells after the start,to,start
setup / recovery,7,io_ctrl_forward,io_ID_EX_rd[3]
hold / removal,0,io_current_pc_out[10],io_current_pc[10]
## critical path, cell delays in order
cell and delay [ns]:
buf_6 0.10, xnor2_2 0.15, nand4_1 0.13, o22ai_1 0.17, buf_4 0.13, buf_4 0.09, dlygate4sd2_1 0.19
Power figures rest on the tool's default switching activity, not on a simulated workload.
