===== flow/config.mk =====
export PLATFORM = sky130hd
export DESIGN_NAME = BranchForward
export DESIGN_NICKNAME = BranchForward
export VERILOG_FILES = /design/flow/design.v
export SDC_FILE = /design/flow/constraint.sdc
export NUM_CORES = 4
export LEC_CHECK = 1
export CORE_AREA = 10 10 72 72
export DIE_AREA = 0 0 82 82

===== flow/constraint.sdc =====
current_design BranchForward

set clk_period 3.7
set clk_io_pct 0.2

create_clock -name clk0 -period $clk_period

set non_clock_inputs [all_inputs -no_clocks]
set_input_delay [expr $clk_period * $clk_io_pct] -clock clk0 $non_clock_inputs
set_output_delay [expr $clk_period * $clk_io_pct] -clock clk0 [all_outputs]

===== flow/design.v =====
module BranchForward(
  input        clock,
               reset,
  input  [4:0] io_ID_EX_RD,
               io_EX_MEM_RD,
               io_MEM_WB_RD,
  input        io_ID_EX_memRd,
               io_EX_MEM_memRd,
               io_MEM_WB_memRd,
  input  [4:0] io_rs1,
               io_rs2,
  input        io_ctrl_branch,
  output [3:0] io_forward_rs1,
               io_forward_rs2
);
    wire _GEN = (|io_ID_EX_RD) & ~io_ID_EX_memRd;
    wire _GEN_0 = io_ID_EX_RD == io_rs1;
    wire _GEN_1 = io_ID_EX_RD == io_rs2;
    wire _GEN_2 = _GEN_0 & _GEN_1;
    wire _GEN_3 = (|io_EX_MEM_RD) & ~io_EX_MEM_memRd;
    wire _GEN_4 = io_EX_MEM_RD == io_rs1;
    wire _GEN_5 = io_EX_MEM_RD == io_rs2;
    wire _GEN_6 = (|io_ID_EX_RD) & _GEN_0;
    wire _GEN_7 = _GEN_6 & _GEN_1;
    wire _GEN_8 = _GEN_4 & _GEN_5 & ~_GEN_7;
    wire _GEN_9 = _GEN_4 & ~_GEN_6;
    wire _GEN_10 = (|io_ID_EX_RD) & _GEN_1;
    wire _GEN_11 = (|io_MEM_WB_RD) & ~io_MEM_WB_memRd;
    wire _GEN_12 = io_MEM_WB_RD == io_rs1;
    wire _GEN_13 = io_MEM_WB_RD == io_rs2;
    wire _GEN_14 = (|io_EX_MEM_RD) & _GEN_4;
    wire _GEN_15 = _GEN_12 & _GEN_13 & ~_GEN_7 & ~(_GEN_14 & _GEN_5);
    wire _GEN_16 = _GEN_12 & ~_GEN_6 & ~_GEN_14;
    assign io_forward_rs1 =
    io_ctrl_branch
      ? (_GEN_11 & (_GEN_15 | _GEN_16)
           ? 4'h3
           : _GEN_3 & (_GEN_8 | _GEN_9) ? 4'h2 : {3'h0, _GEN & (_GEN_2 | _GEN_0)})
      : _GEN & _GEN_0
          ? 4'h6
          : _GEN_3 & _GEN_4 & ~_GEN_6
              ? 4'h7
              : (|io_EX_MEM_RD) & io_EX_MEM_memRd & _GEN_4 & ~_GEN_6
                  ? 4'h9
                  : _GEN_11 & _GEN_12 & ~_GEN_6 & ~_GEN_14
                      ? 4'h8
                      : (|io_MEM_WB_RD) & io_MEM_WB_memRd & _GEN_12 & ~_GEN_6 & ~_GEN_14
                          ? 4'hA
                          : 4'h0;
    assign io_forward_rs2 =
        io_ctrl_branch
        ? (_GEN_11
            & (_GEN_15 | ~(_GEN_16 | ~(_GEN_13 & ~_GEN_10 & ~((|io_EX_MEM_RD) & _GEN_5))))
            ? 4'h3
            : _GEN_3 & (_GEN_8 | ~(_GEN_9 | ~(_GEN_5 & ~_GEN_10)))
                ? 4'h2
                : _GEN ? (_GEN_2 ? 4'h1 : _GEN_0 ? 4'h0 : {3'h0, _GEN_1}) : 4'h0)
        : 4'h0;
endmodule

===== flow/run.sh =====
#!/bin/bash
# OpenROAD 26Q1-2900-gdf79404cd8, Yosys 0.63+post, stock flow scripts
make -C /OpenROAD-flow-scripts/flow DESIGN_CONFIG=/design/flow/config.mk WORK_HOME=/design/flow/orfs finish

==> run summary <==
run results: Leakage 0.432 nW, Worst Path Max Fanout 5, die width 82 µm, CLK BUF 0, grt total ovfl 0, max capacitance violation total 0, CP Launch Type primary input, Layout area overhead 94.7%, FF+latch area 0 µm², RSZ-0062 raised after global routing false, antenna-violating nets left 0, vias in the first global route 705, row count 22, worst vdd ir 49.6 µV, die area 6720 µm², Psw 0.0411 mW, Seq pwr share 0%, Post-DP HPWL 1.85 mm, global-route total usage across every layer 6.00%, pin count of the biggest net entering global routing 7, first-pass GRT wire length 3.29 mm, Post-Route Utilization 28.5%, outcome finished clean, average cell area after synthesis 7.40 µm², Post-Route WL 2.01 mm, DR iter-0 viols 3, fmax 278 MHz, wire length per cell 12.2 µm, routed vias 647, Final Max Slew Viols 0, Fin. Hold Viols 0, fin crit share 97.4%, post-synth area from yosys stat 541 µm², power share of the clock group 0%, Finish-stage setup viols 0, Port Buffer Count 35, Syn Inst Count 73, Worst EP required 2960 ps, vias per cell 3.95, Worst Setup Path Type primary input to primary output, area share, top type 30.8%, core area 3690 µm², Worst Path Arrival 2860 ps, Seq share, synth 0%, I/O pin total 39, layout cells sized above 1 18.1%, number of remaining DRC errors 0, die extent in y 82 µm, antenna violations before repair 0, Comb pwr share 100.0%, Hold/Removal Path Class primary input to primary output, synthesized cell area 541 µm², PD cells 97.8 nW/µm², Synth area leader xnor2_1, Internal 0.0619 mW, post-layout minimum cycle time 3600 ps, main area contributors xnor2_1 (31%), xor2_1 (19%), nand3_1 (4.6%), diode count 0, Detailed Routing Iterations Pass 1 2, Post-Place Cell Area 1010 µm², Unique cell types 27, FP Core Util 14.7%, Flops 0, total tool warning count 34, Placer Congestion 0.871, post-route cell area 1050 µm², Setup crit end kind primary output, Sw Share 39.9%, yosys stat cell total 73, synth warn 0
[synth_stat cells (2+ instances only)]
| library cell | instances |
|---|---|
| a21oi_1 | 2 |
| or4_1 | 3 |
| nor4_1 | 3 |
| nand3_1 | 5 |
| buf_4 | 2 |
| xnor2_1 | 19 |
| o211ai_1 | 2 |
| nor2_1 | 5 |
| a211oi_1 | 3 |
| xor2_1 | 12 |
[worst paths after layout]
kind | cells past startpoint | endpoint | slack, ps | start
worst max-delay path | 8 | io_forward_rs1[2] | 100 | io_ID_EX_RD[3]
worst min-delay path | 6 | io_forward_rs1[2] | 2420 | io_EX_MEM_RD[1]
[critical path, stage by stage]
cell and delay (ps):
clkdlybuf4s50_1 470, or4_4 540, nor2_2 130, or4_4 160, buf_4 120, nand3b_1 70
a21oi_1 150, clkdlybuf4s50_1 480
[area by class of cell]
type	count	area, µm²
Multi-Input combinational cell	70	548
Tap cell	48	60.1
Inverter	1	3.75
Timing Repair Buffer	45	440
Fill cell	393	2640
[power groups by stage]
stage	registers [mW]	logic [mW]	clock network [mW]
after CTS	0	0.102	0
after global routing	0	0.112	0
final	0	0.103	0
[kinds of logic (layout without fill, tap and decap cells)]
group	after synthesis	in the layout	synth area share, %
other	1	2	0.694
XOR/XNOR	31	31	50.2
buffers and inverters	4	46	4.40
AND/OR/NAND/NOR	25	25	27.3
multiplexers	2	2	4.86
AND-OR/OR-AND	10	10	12.5
[what timing repair did]
action | CTS | global route
setup buffers | 0 | 0
endpoints found under the setup margin | 2 | 5
resized | 5 | 14
pin swaps | 0 | 2
gates cloned | 0 | 0
hold buffers | 0 | 0
[per-stage QoR]
stage	power [mW]	instances	hold slack (ps)	TNS [ps]	worst slack, ps
after floorplan	0.0411	74	1490	0	987
after global placement	0.102	164	2530	-55.1	-36.8
after detailed placement	0.103	164	2540	-70.6	-38.3
after CTS	0.102	164	2540	0	2.20
after global routing	0.112	164	2490	0	21.7
final	0.103	164	2420	0	97.3
[per-layer routing]
layer  routed length, µm  track usage (%)  part of all wire (%)  vias up
met5                   0                0                     0        -
met3                 304             3.63                    15        0
met2                 780             8.93                    39       28
li1                    -                -                     -      345
met4                   0                0                     0        0
met1                 920             7.75                    46      274
[cell usage in the layout, fill, tap and decap left out, drive strengths merged, types with 4 or more instances in the layout]
cell / Yosys / routed
dlymetal6s2s: 0 / 8
or4: 4 / 4
xnor2: 19 / 19
xor2: 12 / 12
buf: 3 / 10
dlygate4sd2: 0 / 4
nand3: 5 / 5
clkdlybuf4s50: 0 / 23
nor2: 5 / 5
Power is estimated from default activity; no workload was simulated.
